[./config.mk]
export PLATFORM = sky130hd
export DESIGN_NAME = SHA256_core
export DESIGN_NICKNAME = SHA256_core
export VERILOG_FILES = /design/flow/design.v
export SDC_FILE = /design/flow/constraint.sdc
export NUM_CORES = 4
export LEC_CHECK = 1
export CORE_UTILIZATION = 50
[./constraint.sdc]
current_design SHA256_core

set clk_period 50.8
set clk_io_pct 0.2

create_clock -name clk0 -period $clk_period [get_ports {CLK}]

set non_clock_inputs [all_inputs -no_clocks]
set_input_delay [expr $clk_period * $clk_io_pct] -clock clk0 $non_clock_inputs
set_output_delay [expr $clk_period * $clk_io_pct] -clock clk0 [all_outputs]
[./design.v]
`timescale 1ns / 1ps
module CNTR(
    input clk,
    input reset,
    input cnt_en,
    output logic [5:0] cnt = 0
    );
    always_ff @(posedge clk) begin
        if (reset) begin
            cnt <= 0;
        end
        else if (cnt_en) begin
            cnt <= cnt + 1;
        end
    end
endmodule
`timescale 1ns / 1ps
module DIGEST_REG(
    input clk,
    input WE,
    input RST,
    input [31:0] a,
    input [31:0] b,
    input [31:0] c,
    input [31:0] d,
    input [31:0] e,
    input [31:0] f,
    input [31:0] g,
    input [31:0] h,
    output [255:0] digest
    );
    localparam SHA256_H0_0 = 32'h6a09e667;
    localparam SHA256_H0_1 = 32'hbb67ae85;
    localparam SHA256_H0_2 = 32'h3c6ef372;
    localparam SHA256_H0_3 = 32'ha54ff53a;
    localparam SHA256_H0_4 = 32'h510e527f;
    localparam SHA256_H0_5 = 32'h9b05688c;
    localparam SHA256_H0_6 = 32'h1f83d9ab;
    localparam SHA256_H0_7 = 32'h5be0cd19;
    logic [255:0] digest_reg = {SHA256_H0_0, SHA256_H0_1, SHA256_H0_2, SHA256_H0_3, SHA256_H0_4, SHA256_H0_5, SHA256_H0_6, SHA256_H0_7};
    always_ff @(posedge clk) begin
        if (RST) begin
            digest_reg <= {SHA256_H0_0, SHA256_H0_1, SHA256_H0_2, SHA256_H0_3, SHA256_H0_4, SHA256_H0_5, SHA256_H0_6, SHA256_H0_7};
        end
        else if (WE) begin
            digest_reg <= {(digest[255:224] + a), (digest[223:192] + b), (digest[191:160] + c), (digest[159:128] + d), (digest[127:96] + e), (digest[95:64] + f), (digest[63:32] + g), (digest[31:0] + h)};
        end
    end
    assign digest = digest_reg;
endmodule
`timescale 1ns / 1ps
module SHA256_core(
    input RST,
    input CLK,
    input next_b,
    input [511:0] block,
    output [255:0] digest,
    output core_ready
    );
    logic [31:0] a_bus;
    logic [31:0] b_bus;
    logic [31:0] c_bus;
    logic [31:0] d_bus;
    logic [31:0] e_bus;
    logic [31:0] f_bus;
    logic [31:0] g_bus;
    logic [31:0] h_bus;
    logic [255:0] digest_bus;
    logic [31:0] w_t;
    logic [31:0] k_t;
    logic [31:0] t1;
    logic [31:0] t2;
    logic digest_we;
    logic ah_update;
    logic cntr_reset;
    logic w_reset;
    logic cnt_en;
    logic [5:0] rounds_cntr;
    ah_reg AH0 (.clk(CLK), .reset(w_reset), .ah_update(ah_update), .digest(digest_bus), .t1(t1), .t2(t2), .a(a_bus), .b(b_bus), .c(c_bus), .d(d_bus), .e(e_bus), .f(f_bus), .g(g_bus), .h(h_bus));
    w_reg W0 (.clk(CLK), .reset(w_reset), .block(block), .w_t(w_t));
    SHA256_FSM CORE_FSM (.clk(CLK), .rst(RST), .next(next_b), .t(rounds_cntr), .digest_we(digest_we), .ah_update(ah_update), .cntr_reset(cntr_reset), .w_reset(w_reset), .cnt_en(cnt_en), .core_ready(core_ready));
    DIGEST_REG D_REG (.clk(CLK), .WE(digest_we), .RST(RST), .a(a_bus), .b(b_bus), .c(c_bus), .d(d_bus), .e(e_bus), .f(f_bus), .g(g_bus), .h(h_bus), .digest(digest_bus));
    k_constant_rom K_ROM (.clk(CLK), .t(rounds_cntr), .k_out(k_t));
    CNTR R_CNTR (.clk(CLK), .cnt_en(cnt_en), .reset(cntr_reset), .cnt(rounds_cntr));
    T1 T1_L (.e(e_bus), .f(f_bus), .g(g_bus), .h(h_bus), .k_t(k_t), .w_t(w_t), .T1(t1));
    T2 T2_L (.a(a_bus), .b(b_bus), .c(c_bus), .T2(t2)); 
    assign digest = digest_bus;
endmodule  
`timescale 1ns / 1ps
module SHA256_FSM(
    input clk,
    input rst,
    input next,
    input [5:0] t,
    output logic digest_we,
    output logic ah_update,
    output logic cnt_en,
    output logic cntr_reset,
    output logic w_reset,
    output logic core_ready
    );
    typedef enum {IDLE, ROUNDS, LAST_ROUND, BDONE} state;
    state PS, NS;
    always_ff @(posedge clk) begin
        if (rst) begin
            PS <= IDLE;
        end
        else begin
            PS <= NS;
        end
    end
    always_comb begin
        digest_we = 0;
        cntr_reset = 0;
        w_reset = 0;
        ah_update = 0;
        cnt_en = 0;
        core_ready = 0;
        case (PS)
            IDLE: begin
                core_ready = 1;
                if (next) begin
                    cnt_en = 1;
                    w_reset = 1;
                    NS = ROUNDS;  
                end
                else begin
                    cntr_reset = 1;  
                    w_reset = 1;
                    NS = IDLE;
                end
            end
            ROUNDS: begin
                cnt_en = 1;
                ah_update = 1;
                if (t == 63) NS = LAST_ROUND;
                else NS = ROUNDS;
            end
            LAST_ROUND: begin
                cnt_en = 1;
                ah_update = 1;
                NS = BDONE;
            end
            BDONE: begin
                digest_we = 1;
                NS = IDLE;
            end
            default: begin
                NS = IDLE;
            end
        endcase
    end
endmodule
`timescale 1ns / 1ps
module T1(
    input [31:0] e,
    input [31:0] f,
    input [31:0] g,
    input [31:0] h,
    input [31:0] k_t,
    input [31:0] w_t,
    output [31:0] T1
    );
    logic [31:0] sum1;
    logic [31:0] ch;
    assign sum1 = ({e[5:0], e[31:6]} ^ {e[10:0], e[31:11]} ^ {e[24:0], e[31:25]});
    assign ch = (e & f) ^ (~e & g);
    assign T1 = h + sum1 + ch + k_t + w_t;
endmodule
`timescale 1ns / 1ps
module T2(
    input [31:0] a,
    input [31:0] b,
    input [31:0] c,
    output [31:0] T2
    );
    logic [31:0] sum0;
    logic [31:0] maj;
    assign sum0 = ({a[1:0], a[31:2]} ^ {a[12:0], a[31:13]} ^ {a[21:0], a[31:22]});
    assign maj = (a & b) ^ (a & c) ^ (b & c);
    assign T2 = sum0 + maj;
endmodule
`timescale 1ns / 1ps
module ah_reg(
    input reset,
    input clk,
    input ah_update,
    input [255:0] digest,
    input [31:0] t1,
    input [31:0] t2,
    output logic [31:0] a,
    output logic [31:0] b,
    output logic [31:0] c,
    output logic [31:0] d,
    output logic [31:0] e,
    output logic [31:0] f,
    output logic [31:0] g,
    output logic [31:0] h
);
    localparam SHA256_H0_0 = 32'h6a09e667;
    localparam SHA256_H0_1 = 32'hbb67ae85;
    localparam SHA256_H0_2 = 32'h3c6ef372;
    localparam SHA256_H0_3 = 32'ha54ff53a;
    localparam SHA256_H0_4 = 32'h510e527f;
    localparam SHA256_H0_5 = 32'h9b05688c;
    localparam SHA256_H0_6 = 32'h1f83d9ab;
    localparam SHA256_H0_7 = 32'h5be0cd19;
    always_ff @(posedge clk) begin
        if (reset) begin
            a <= digest[255:224];
            b <= digest[223:192];
            c <= digest[191:160];
            d <= digest[159:128];
            e <= digest[127:96];
            f <= digest[95:64];
            g <= digest[63:32];
            h <= digest[31:0];
        end
        else if (ah_update) begin
            a <= t1 + t2;
            b <= a;
            c <= b;
            d <= c;
            e <= d + t1;
            f <= e;
            g <= f;
            h <= g;
        end
    end
endmodule
`timescale 1ns / 1ps
module k_constant_rom(
    input clk,
    input [5:0] t,
    output logic [31:0] k_out
    );
    (*rom_style = "block" *) logic [31:0] k_rom [0:63];
    initial begin
        k_rom[0] = 32'h428a2f98;
        k_rom[1] = 32'h71374491;
        k_rom[2] = 32'hb5c0fbcf;
        k_rom[3] = 32'he9b5dba5;
        k_rom[4] = 32'h3956c25b;
        k_rom[5] = 32'h59f111f1;
        k_rom[6] = 32'h923f82a4;
        k_rom[7] = 32'hab1c5ed5;
        k_rom[8] = 32'hd807aa98;
        k_rom[9] = 32'h12835b01;
        k_rom[10] = 32'h243185be;
        k_rom[11] = 32'h550c7dc3;
        k_rom[12] = 32'h72be5d74;
        k_rom[13] = 32'h80deb1fe;
        k_rom[14] = 32'h9bdc06a7;
        k_rom[15] = 32'hc19bf174;
        k_rom[16] = 32'he49b69c1;
        k_rom[17] = 32'hefbe4786;
        k_rom[18] = 32'h0fc19dc6;
        k_rom[19] = 32'h240ca1cc;
        k_rom[20] = 32'h2de92c6f;
        k_rom[21] = 32'h4a7484aa;
        k_rom[22] = 32'h5cb0a9dc;
        k_rom[23] = 32'h76f988da;
        k_rom[24] = 32'h983e5152;
        k_rom[25] = 32'ha831c66d;
        k_rom[26] = 32'hb00327c8;
        k_rom[27] = 32'hbf597fc7;
        k_rom[28] = 32'hc6e00bf3;
        k_rom[29] = 32'hd5a79147;
        k_rom[30] = 32'h06ca6351;
        k_rom[31] = 32'h14292967;
        k_rom[32] = 32'h27b70a85;
        k_rom[33] = 32'h2e1b2138;
        k_rom[34] = 32'h4d2c6dfc;
        k_rom[35] = 32'h53380d13;
        k_rom[36] = 32'h650a7354;
        k_rom[37] = 32'h766a0abb;
        k_rom[38] = 32'h81c2c92e;
        k_rom[39] = 32'h92722c85;
        k_rom[40] = 32'ha2bfe8a1;
        k_rom[41] = 32'ha81a664b;
        k_rom[42] = 32'hc24b8b70;
        k_rom[43] = 32'hc76c51a3;
        k_rom[44] = 32'hd192e819;
        k_rom[45] = 32'hd6990624;
        k_rom[46] = 32'hf40e3585;
        k_rom[47] = 32'h106aa070;
        k_rom[48] = 32'h19a4c116;
        k_rom[49] = 32'h1e376c08;
        k_rom[50] = 32'h2748774c;
        k_rom[51] = 32'h34b0bcb5;
        k_rom[52] = 32'h391c0cb3;
        k_rom[53] = 32'h4ed8aa4a;
        k_rom[54] = 32'h5b9cca4f;
        k_rom[55] = 32'h682e6ff3;
        k_rom[56] = 32'h748f82ee;
        k_rom[57] = 32'h78a5636f;
        k_rom[58] = 32'h84c87814;
        k_rom[59] = 32'h8cc70208;
        k_rom[60] = 32'h90befffa;
        k_rom[61] = 32'ha4506ceb;
        k_rom[62] = 32'hbef9a3f7;
        k_rom[63] = 32'hc67178f2;
    end
    always_ff @(posedge clk) begin
        k_out <= k_rom[t];
    end
endmodule
`timescale 1ns / 1ps
module w_reg(
    input clk,
    input reset,
    input [511:0] block,
    output [31:0] w_t
    );
    logic [31:0] w_reg [0:15];
    always_ff @(posedge clk) begin
        if (reset) begin
            w_reg[0] <= block[511 : 480];
            w_reg[1] <= block[479 : 448];
            w_reg[2] <= block[447 : 416];
            w_reg[3] <= block[415 : 384];
            w_reg[4] <= block[383 : 352];
            w_reg[5] <= block[351 : 320];
            w_reg[6] <= block[319 : 288];
            w_reg[7] <= block[287 : 256];
            w_reg[8] <= block[255 : 224];
            w_reg[9] <= block[223 : 192];
            w_reg[10] <= block[191 : 160];
            w_reg[11] <= block[159 : 128];
            w_reg[12] <= block[127 : 96];
            w_reg[13] <= block[95 : 64];
            w_reg[14] <= block[63 : 32];
            w_reg[15] <= block[31 : 0];     
        end
        else begin
            w_reg[0] <= w_reg[1];
            w_reg[1] <= w_reg[2];
            w_reg[2] <= w_reg[3];
            w_reg[3] <= w_reg[4];
            w_reg[4] <= w_reg[5];
            w_reg[5] <= w_reg[6];
            w_reg[6] <= w_reg[7];
            w_reg[7] <= w_reg[8];
            w_reg[8] <= w_reg[9];
            w_reg[9] <= w_reg[10];
            w_reg[10] <= w_reg[11];
            w_reg[11] <= w_reg[12];
            w_reg[12] <= w_reg[13];
            w_reg[13] <= w_reg[14];
            w_reg[14] <= w_reg[15];
            w_reg[15] <= ({w_reg[14][16:0], w_reg[14][31:17]} ^ {w_reg[14][18:0], w_reg[14][31:19]} ^ {10'b0, w_reg[14][31:10]}) + w_reg[9] + ({w_reg[1][6:0], w_reg[1][31:7]} ^ {w_reg[1][17:0], w_reg[1][31:18]} ^ {3'b0, w_reg[1][31:3]}) + w_reg[0];
        end
    end
    assign w_t = w_reg[0];
endmodule
[./run.sh]
#!/bin/bash
# OpenROAD 26Q1-2900-gdf79404cd8, Yosys 0.63+post, stock flow scripts
make -C /OpenROAD-flow-scripts/flow DESIGN_CONFIG=/design/flow/config.mk WORK_HOME=/design/flow/orfs finish
==> out/metrics.cfg <==
[run_status]
status = finished, final reports clean

[detailed_routing]
drt_iter0_markers = 3896
drc = 0
postRouteWirelength_um = 237000
drt_pre_antenna_iters = 6
wl_per_cell_um = 26.6
dr_total_vias = 51200
via_per_inst = 5.77
final_antenna_net_count = 0

[worst_setup_path]
cp_max_fo = 55
r2r_slack_ns = 42.13
rr_worst_depth = 29
arrival_ns = 2.21
cpPeakStageDelay_ns = 0.82
required_ns = 40.64
crit_path_end_kind = primary output
start_kind = flop
reg2reg_from = W0.w_reg[0][1]
crit_buf_inv = 1
critical_path_depth = 1
r2r_end = AH0.a[30]
crit_family = flip-flops
crit_chain = clkdlybuf4s50_1
worstSetupPathType = reg2out
critPathSlowestCell = dfxtp_4

[floorplanning]
fp_util_pct = 50.5
die_h_um = 361
chip_area_um2 = 131000
die_w_um = 361
core_area_um2 = 128000
num_io_pins = 772
rows = 131

[clock_network]
cts_root_buffer = clkbuf_16
clk_pin_slew_ns = 0.06
cts.sink_count = 1066
cts_buffers = 119
clk_latency_ns = 0.76
clockBufferDepth = 3
cts_hold_buffers = 0
cts_setup_buffers = 0
h-tree-depth = 3
cts_resized = 0
cts_tree = yes

[placed_design]
place_ws_ns = 38.44
post-dp-hpwl_um = 187000
portBuffers = 771
gp_congestion = 1.03

[synthesis]
ys_types = 88
yosysCellCount = 6457
synthFlopType = dfxtp_1
synthTopCellsByArea = dfxtp_1, mux2_2, edfxtp_1, ha_1, fa_1
netlist_area_um2 = 64600
post_synth.cell_area_avg_um2 = 10.0
synth_flops = 1066
top_area_share_pct = 25.1
ys_chip_area_um2 = 64600
ys_seq_share_pct = 37.0
ys.warnings.count = 7
netlist_instances = 6457
post-synth-top-area-cell = dfxtp_1
edf_count = 256
async_flop_share_pct = 0

[layout]
drive_gt1_share_pct = 14.5
syn2layout_area_growth_pct = 20.7
fillers = 10400
flop_area_um2 = 23900
largest_reg_flops = 512
comb_area_um2 = 38200

[timing]
rsz0062_at_grt = no
setup-tns-final_ns = 0
slew_violations = 0
fin_crit_sh_pct = 24.3
whs_ns = 0.445
worst_slack_ns = 38.43
setup_viol = 0
min_period_ns = 12.37
slew_headroom_pct = 41.0
max_freq_ghz = 0.0809
fin_skew_ns = 0.0404
hold_viol_final = 0
worst_pin_slew_ns = 0.884

[run]
maxCapViolations = 0
warnings = 40

[min_path]
min_from = W0.w_reg[2][24]
min_to = W0.w_reg[1][24]
min_delay_path_depth = 1
min_path_type = reg2reg

[grt]
grtUsageMet2_pct = 50.2
antenna_found_initial = 25
use_met3_pct = 18.6
grt-ovfl-total = 0
globalRouteMet1Util_pct = 57.2
track_usage_pct = 37.7
grt_pass1_vias = 49100
grt_max_degree = 82
grt_pass1_wl_um = 339000
globalRoute.busiestLayer = met1

[through the flow]
| stage | util [%] | instance area [um2] | cells |
|---|---|---|---|
| after CTS | 61.0 | 77900 | 8877 |
| after global placement | 57.7 | 73800 | 8651 |
| after detailed placement | 57.7 | 73800 | 8651 |
| after floorplan | - | 64600 | 6457 |
| final | 61.0 | 77900 | 8883 |
| after global routing | 61.0 | 77900 | 8881 |
[cells in the mapped netlist (17+ instances only)]
cell type  count
a31oi_1       50
nor3_1        70
inv_1        342
nand3_1       70
o21ai_0      268
a21oi_1      443
ha_1         389
or2_1         18
dfxtp_1      810
and2_1        21
and3_1        51
a211oi_1      59
o21bai_1      49
or3_1         26
o211ai_1      35
a21o_1       216
nand2_1      355
xnor2_1      367
xor2_1       192
mux2i_1       74
a221oi_1      19
clkbuf_1     286
o31ai_1       37
nor2_1       406
nand2b_1      56
o21ai_1      116
or2_2         26
buf_1         28
a311oi_1      17
o21a_1        60
nand4_1       25
nor2b_1       60
edfxtp_1     256
fa_1         195
mux2_2       707
a211o_1       59
[worst max path at each step]
stage	endpoint	slack (ns)	startpoint
6_report	core_ready	38.43	CORE_FSM.PS[0]
5_1_grt	core_ready	38.34	CORE_FSM.PS[0]
4_1_cts	core_ready	38.38	CORE_FSM.PS[0]
[cell type report]
type                            count  area share [%]
Clock inverter                     62           0.848
Tap cell                         1662            2.67
Multi-Input combinational cell   4730            49.0
Clock buffer                      164            4.45
Timing Repair Buffer              847            10.6
Antenna cell                        6          0.0193
Inverter                          346            1.67
Sequential cell                  1066            30.7
[cell families (layout without fill, tap and decap cells)]
group                      Yosys count  after routing  share of synthesized area (%)
and+or+nand+nor                   1223           1223                           8.73
xor gates and xnor gates           559            559                           7.58
DFF                               1066           1066                           37.0
AOI/OAI and AO/OA                 1575           1575                           15.6
other                                0              6                              0
adders and majority gates          587            587                           13.6
buffers and inverters              661           1419                           3.84
muxes                              786            786                           13.6
[routing by layer]
metal / vias up / wire, um
met4: 30 / 6230
met1: 24500 / 102000
met5: - / 408
met2: 2063 / 96600
met3: 314 / 30900
li1: 24300 / -
[layout by cell type, fill, tap and decap left out, types with 37 or more instances in the layout]
master,instances
nor3_1,70
nand3_1,70
inv_1,342
xor2_1,192
xnor2_1,367
fa_1,195
edfxtp_1,256
o21ai_1,116
o21a_1,60
a21oi_1,443
o21bai_1,49
ha_1,389
a211oi_1,59
a21o_1,216
nand2_1,355
a211o_1,59
mux2_2,707
o31ai_1,37
o21ai_0,268
nand2b_1,56
nor2b_1,60
clkbuf_16,123
dfxtp_1,805
a31oi_1,50
mux2i_1,74
buf_4,76
and3_1,51
clkdlybuf4s50_1,770
nor2_1,404
